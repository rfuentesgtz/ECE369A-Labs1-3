**/design/flow/constraint.sdc**
```tcl
current_design PCAdder

set clk_period 6.9
set clk_io_pct 0.2

create_clock -name clk0 -period $clk_period

set non_clock_inputs [all_inputs -no_clocks]
set_input_delay [expr $clk_period * $clk_io_pct] -clock clk0 $non_clock_inputs
set_output_delay [expr $clk_period * $clk_io_pct] -clock clk0 [all_outputs]
```
**/design/flow/design.v**
```verilog
`timescale 1ns / 1ps
module PCAdder(PCResult, PCAddResult);
    input [31:0] PCResult;
    output reg [31:0] PCAddResult;
    always @(PCResult, PCAddResult)  
    begin
        PCAddResult <= PCResult + 4;
    end
endmodule
```
**/design/flow/run.sh**
```bash
#!/bin/bash
# OpenROAD 26Q1-2900-gdf79404cd8, Yosys 0.63+post, stock flow scripts
make -C /OpenROAD-flow-scripts/flow DESIGN_CONFIG=/design/flow/config.mk WORK_HOME=/design/flow/orfs finish
```
**/design/flow/config.mk**
```make
export PLATFORM = sky130hd
export DESIGN_NAME = PCAdder
export DESIGN_NICKNAME = PCAdder
export VERILOG_FILES = /design/flow/design.v
export SDC_FILE = /design/flow/constraint.sdc
export NUM_CORES = 4
export LEC_CHECK = 1
export CORE_AREA = 10 10 70 70
export DIE_AREA = 0 0 80 80
```
==> flow_metrics.tcl <==
# yosys + openroad results
set metrics [dict create \
    synth_sequential_area_ratio_pct 0 \
    regArea_um2 0 \
    grt_util_met1_pct 7.71 \
    synth.distinct_cells 18 \
    hold_viol 0 \
    drive_gt1_share_pct 4.96 \
    yosys.area.top_type "xnor2_1" \
    post-route-drc-count 0 \
    final-setup-viol-count 0 \
    cp-start-kind "input pin" \
    worstMarginPinSlew_ns 0.517 \
    antenna_left 0 \
    cts-hold-fix-buffers 0 \
    cts_resized 0 \
    p_per_area_nw_per_um2 44.9 \
    worstHoldPathType "in2out" \
    wl_per_cell_um 11.9 \
    slew_headroom_pct 65.3 \
    intPower_uw 38.4 \
    pwr-share-seq_pct 0 \
    slew_violations 0 \
    core_um2 3420 \
    grt_pass1_wl_um 3800 \
    most_common_cell "xnor2_1" \
    tns_ns 0 \
    clkbuf_count 0 \
    post_cts_buffers 0 \
    fp-row-count 21 \
    die_h_um 80 \
    antenna_cells 0 \
    holdPathStages 0 \
    path_class "in2out" \
    syn_area_per_cell_um2 6.99 \
    die_area_um2 6400 \
    required_ns 5.52 \
    cp.arrival_ns 3.62 \
    min-delay-start "PCResult[0]" \
    die_w_um 80 \
    grt_most_used_layer "met2" \
    ios 64 \
    grt-ovfl-total 0 \
    pre_cts_slack_ns 1.88 \
    area_leaders "xnor2_1, xor2_1, nand4_1" \
    fp_util_pct 17.0 \
    outcome "finished clean" \
    warnings 32 \
    maxCapViolCount 0 \
    routed_wl_um 2220 \
    layout_setup_ws_ns 1.90 \
    num_vias 780 \
    design.seq.count 0 \
    p_sw_share_pct 30.1 \
    power.clock.fraction_pct 0 \
    first_pass_iters 2 \
    yosys_warnings 1 \
    antenna_found_initial 0 \
    min_period_ns 5.00 \
    hpwl_um 1990 \
    grt_pass1_vias 861 \
    switchingPower_uw 16.6 \
    area_growth_pct 111 \
    grt_util_met3_pct 3.41 \
    crit_fanout 8 \
    place_area_um2 1220 \
    grt_max_degree 9 \
    leakagePower_uw 0.000423 \
    comb_power_share_pct 100.0 \
    yosys_area_um2 581 \
    top_cell_area_share_pct 31.7 \
    irDropWorstVdd_mv 0.0183 \
    top_cells_by_count "xnor2_1, nand2_1, nand3_1" \
    drt_iter0_drc 18 \
    design_area_um2 1220 \
    crit_path_end_kind "output pin" \
    nFillCells 356 \
    rsz0062_at_grt "false" \
    hold_path_end "PCAddResult[0]" \
    fmax_ghz 0.200 \
    yosys_cells 83 \
    met2_usage_pct 12.3 \
    routed_via_density 4.17 \
    gr-usage-all-layers_pct 6.93 \
    syn_area_um2 581 \
    gp_congestion 0.718 \
    portBuffers 60 \
    fin_crit_sh_pct 72.5 \
    netlist_instances 83 \
]
-- cell type report --
class / count / area (um2) / share of cell area [%]
multi-input combinational: 79 / 558 / 45.6
tap: 46 / 57.6 / 4.70
timing repair buffer: 60 / 601 / 49.1
inverter: 2 / 7.51 / 0.613
-- routing by layer --
layer | vias to the layer above | wire length (um) | part of all wire [%]
met5 | - | 0 | 0
met4 | 0 | 0 | 0
met3 | 0 | 304 | 14
met2 | 30 | 1050 | 47
met1 | 343 | 873 | 39
li1 | 407 | - | -
-- power by group through the flow --
stage / Combinational, uW / Clock [uW] / Sequential (uW)
after CTS: 56.3 / 0 / 0
after global routing: 60.9 / 0 / 0
final: 55.0 / 0 / 0
-- stage by stage --
step / hold WS [ns] / total power (uW) / instances / util [%]
finish: 2.76 / 55.0 / 187 / 35.8
global route: 2.76 / 60.9 / 187 / 35.8
floorplan: 2.77 / 10.8 / 83 / -
detailed placement: 2.76 / 55.9 / 187 / 35.8
global placement: 2.76 / 55.9 / 187 / 35.8
CTS: 2.76 / 56.3 / 187 / 35.8
-- cells by family (layout without fill, tap and decap cells) --
| family | after synthesis | after routing | share of synthesized area [%] |
|---|---|---|---|
| buffers and inverters | 4 | 62 | 3.88 |
| adders and majority gates | 1 | 1 | 2.15 |
| xor gates and xnor gates | 28 | 28 | 42.2 |
| and+or+nand+nor | 50 | 50 | 51.7 |
-- placed cells by master (no fill, tap or decap), drive strengths merged --
cell           netlist  routed
and2                 1       1
and3                 2       2
and4                 2       2
clkdlybuf4s50        0      60
ha                   1       1
inv                  2       2
nand2               10      10
nand3               11      11
nand4               10      10
nor2                 7       7
nor3                 3       3
nor4                 2       2
or2                  2       2
xnor2               21      21
xor2                 7       7
-- worst max-delay path by stage --
stage / from / to / cells past startpoint
after global routing: PCResult[2] / PCAddResult[28] / 7
final: PCResult[2] / PCAddResult[28] / 7
after CTS: PCResult[2] / PCAddResult[28] / 7
-- critical path, cell delays in order --
cell             delay [ns]
clkdlybuf4s50_1        0.52
ha_1                   0.20
nand3_1                0.23
nor4_4                 0.45
nand4_1                0.18
xnor2_1                0.18
clkdlybuf4s50_1        0.48
Power is estimated from default activity; no workload was simulated.
