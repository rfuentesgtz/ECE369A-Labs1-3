### design.v
`timescale 1ns / 1ps
module ProgramCounter(Address, PCResult, Reset, Clk);
	input [31:0] Address;
	input Reset, Clk;
	output reg [31:0] PCResult;
    always @(posedge Clk)
    begin
        if (Reset == 1)
        begin    
            PCResult = 0;
        end
        else
        begin
            PCResult <= Address;
        end       
    end
endmodule
### run.sh
#!/bin/bash
# OpenROAD 26Q1-2900-gdf79404cd8, Yosys 0.63+post, stock flow scripts
make -C /OpenROAD-flow-scripts/flow DESIGN_CONFIG=/design/flow/config.mk WORK_HOME=/design/flow/orfs finish
### config.mk
export PLATFORM = sky130hd
export DESIGN_NAME = ProgramCounter
export DESIGN_NICKNAME = ProgramCounter
export VERILOG_FILES = /design/flow/design.v
export SDC_FILE = /design/flow/constraint.sdc
export NUM_CORES = 4
export LEC_CHECK = 1
export CORE_AREA = 10 10 82 82
export DIE_AREA = 0 0 92 92
### constraint.sdc
current_design ProgramCounter

set clk_period 1.0
set clk_io_pct 0.2

create_clock -name clk0 -period $clk_period [get_ports {Clk}]

set non_clock_inputs [all_inputs -no_clocks]
set_input_delay [expr $clk_period * $clk_io_pct] -clock clk0 $non_clock_inputs
set_output_delay [expr $clk_period * $clk_io_pct] -clock clk0 [all_outputs]
==> flow_metrics.py <==
# Synthesis and PnR figures
metrics = {
    "route": {
        "drtIter0Drc": 9,
        "via_count": 659,
        "drc": 0,
        "vias_per_cell": 3.15,
        "antennaDiodeCount": 0,
        "post_drt_wl_per_cell_um": 11.8,
        "ant_nets": 0,
        "drt_wl_total_um": 2470,
        "dr.pass1.iters": 3,
    },
    "yosys": {
        "xor_area_share_pct": 0,
        "compound_area_share_pct": 0,
        "synth_cells": 67,
        "syn_avg_cell_area_um2": 12.9,
        "ys_top_logic_family": "simple AND/OR/NAND/NOR gates",
        "ys_ff": 32,
        "mux_share_pct": 0,
        "synthesis.area_um2": 863,
        "ys_sh_adder_pct": 0,
        "simple_gate_area_share_pct": 23.2,
        "ys_warn_count": 1,
        "yosysCellCount": 67,
        "yosys_area_um2": 863,
        "ys_seq_share_pct": 74.2,
        "ys_types": 3,
    },
    "floorplanning": {
        "rows": 26,
        "fp_util_pct": 17.0,
        "die_h_um": 92,
        "coreArea_mm2": 0.00507,
        "die_w_um": 92,
        "pin_count": 66,
        "chip_area_mm2": 0.00846,
    },
    "global_route": {
        "grtUsageMet2_pct": 8.47,
        "antenna_found_initial": 0,
        "grt_pass1_wl_um": 3850,
        "busiest_layer": "met2",
        "grt_overflow": 0,
        "first_global_vias": 715,
        "global_route.usage.total_pct": 5.77,
        "use_met3_pct": 4.12,
        "grt_max_degree": 17,
        "use_met1_pct": 6.68,
    },
    "worst_setup_path": {
        "cp-end-kind": "output port",
        "worst-path-max-fanout": 1,
        "crit_cells": 1,
        "critPathArrivalTime_ns": 0.76,
        "cpLargestDelayFamily": "flip-flops",
        "cp-start-kind": "register",
        "slowest_delay_ns": 0.32,
        "cp_num_buf_inv": 1,
        "slowest_stage": "dfxtp_1",
        "required_ns": 0.80,
        "crit_path_cell_trace": "clkdlybuf4s15_1",
        "crit_type": "reg2out",
    },
    "power": {
        "total_power_mw": 2.82,
        "p_per_area_mw_per_mm2": 1720,
        "ir_drop_v": 0.000541,
        "internal_power_mw": 2.29,
        "pwr-share-seq_pct": 48.3,
        "power.leakage_nw": 0.678,
        "power_switching_mw": 0.528,
        "p_comb_share_pct": 9.3,
        "p_clk_share_pct": 42.4,
        "p_sw_share_pct": 18.7,
    },
    "sta": {
        "setup_slack_ns": 0.0363,
        "grt_setup_unrepaired": "false",
        "final-max-slew-violation-count": 0,
        "holdWs_ns": 0.463,
        "timing.slew.headroom_pct": 89.5,
        "setup_viol_count_final": 0,
        "finalHoldViolations": 0,
        "fmax_mhz": 1040,
        "min_period_ns": 0.964,
        "min_period_over_period_pct": 96.4,
        "worstMarginPinSlew_ns": 0.158,
    },
    "placement": {
        "portBuffers": 65,
        "place_area_mm2": 0.00159,
        "gp_congestion": 0.681,
        "dp_cells": 201,
        "pre_cts_slack_ns": -0.0916,
    },
    "finish": {
        "n_fill_cell": 539,
        "mi_logic_area_um2": 200,
        "reg_top3": "PCResult x32",
        "area_growth_pct": 89.6,
        "largest_reg_flops": 32,
        "final_area_mm2": 0.00164,
        "drive_above_1_share_pct": 26.6,
        "regArea_um2": 656,
        "stdcell_count": 209,
        "top_register": "PCResult",
    },
    "clock_network": {
        "cts_buffers": 5,
        "cts_tree": "done",
        "cts_max_level": 2,
        "clock_sinks": 32,
        "hold_buffers": 0,
        "cts_buffer_depth": 2,
        "clk_pin_slew_ns": 0.07,
        "root_buffer": "clkbuf_8",
        "cts-resized-gates": 71,
        "post-cts-setup-buffers": 0,
    },
    "run_status": {
        "status": "complete, no violations",
    },
    "worst_hold_path": {
        "min_path_cells": 2,
        "hp-class": "in2reg",
    },
    "flow_run": {
        "openroad.warnings": 25,
        "cap_violations": 0,
    },
}
## cells in the mapped netlist (all sizes together)
cell type	n	share of area [%]
dfxtp	32	74
buf	3	2.6
nor2b	32	23
## cell type report
| class | instances | area share [%] |
|---|---|---|
| Timing Repair Buffer | 67 | 35.8 |
| Tap cell | 70 | 5.35 |
| Clock buffer | 6 | 4.43 |
| Multi-Input combinational cell | 32 | 12.2 |
| Sequential cell | 32 | 40.1 |
| Clock inverter | 2 | 2.14 |
## power by group through the flow
| stage | combinational, mW | sequential [mW] | clock, mW |
|---|---|---|---|
| after CTS | 0.285 | 1.36 | 1.25 |
| after global routing | 0.292 | 1.37 | 1.31 |
| final | 0.262 | 1.36 | 1.19 |
## path summary, 6_finish.rpt
check,from,endpoint,slack [ns]
setup / recovery,PCResult[25]$_SDFF_PP0_,PCResult[25],0.04
hold / removal,Address[18],PCResult[18]$_SDFF_PP0_,0.46
## metal layers
metal | up-vias | share of wire, %
met5 | - | 0
met4 | 0 | 2.9
met3 | 5 | 15
met2 | 44 | 43
met1 | 270 | 40
li1 | 340 | -
## kinds of logic (layout without fill, tap and decap cells)
| kind of cell | after synthesis | in the layout |
|---|---|---|
| flops | 32 | 32 |
| simple gates | 32 | 32 |
| buf+inv | 3 | 75 |
## through the flow
step | setup TNS [ns] | util [%]
after floorplan | 0 | -
after global placement | -2.51 | 31.4
after detailed placement | -2.42 | 31.4
after CTS | 0 | 33.3
after global routing | 0 | 32.2
final | 0 | 32.2
## placed cells by master, fill, tap and decap left out
master / n
nor2b_1: 32
clkdlybuf4s15_1: 16
dfxtp_1: 20
dfxtp_2: 12
clkinv_2: 1
buf_2: 3
bufinv_16: 1
clkbuf_2: 13
clkbuf_1: 1
buf_4: 2
clkdlybuf4s50_1: 33
clkbuf_8: 5
Power is estimated from default activity; no workload was simulated.
